## flow/config.mk

```make
export PLATFORM = sky130hd
export DESIGN_NAME = ID_EX
export DESIGN_NICKNAME = ID_EX
export VERILOG_FILES = /design/flow/design.v
export SDC_FILE = /design/flow/constraint.sdc
export NUM_CORES = 4
export LEC_CHECK = 1
export CORE_AREA = 10 10 134 134
export DIE_AREA = 0 0 144 144
```

## flow/constraint.sdc

```tcl
current_design ID_EX

set clk_period 1.0
set clk_io_pct 0.2

create_clock -name clk0 -period $clk_period [get_ports {clk_i}]

set non_clock_inputs [all_inputs -no_clocks]
set_input_delay [expr $clk_period * $clk_io_pct] -clock clk0 $non_clock_inputs
set_output_delay [expr $clk_period * $clk_io_pct] -clock clk0 [all_outputs]
```

## flow/design.v

```verilog
module ID_EX
(
	clk_i,
	WB_i,
	MEM_i,
	EX_i,
	RS1_i,
	RS2_i,
	IMM_i,
	RS1addr_i,
	RS2addr_i,
	RDaddr_i,
	funct_i,
	WB_o,
	MEM_o,
	ALUSrc_o,
	ALUOp_o,
	RS1_o,
	RS2_o,
	IMM_o,
	RS1addr_o,
	RS2addr_o,
	RDaddr_o,
	funct_o
);
input           clk_i;
input  [ 1:0]   WB_i;
input           MEM_i;
input  [ 2:0]   EX_i;
input  [31:0]   RS1_i;
input  [31:0]   RS2_i;
input  [31:0]   IMM_i;
input  [ 4:0]   RS1addr_i;
input  [ 4:0]   RS2addr_i;
input  [ 4:0]   RDaddr_i;
input  [ 9:0]   funct_i;
output [ 1:0]   WB_o;
output          MEM_o;
output          ALUSrc_o;
output [ 1:0]   ALUOp_o;
output [31:0]   RS1_o;
output [31:0]   RS2_o;
output [31:0]   IMM_o;
output [ 4:0]   RS1addr_o;
output [ 4:0]   RS2addr_o;
output [ 4:0]   RDaddr_o;
output [ 9:0]   funct_o;
reg    [ 1:0]   WB;
reg             MEM;
reg    [ 2:0]   EX;
reg    [31:0]   RS1;
reg    [31:0]   RS2;
reg    [31:0]   IMM;
reg    [ 4:0]   RS1_addr;
reg    [ 4:0]   RS2_addr;
reg    [ 4:0]   RD_addr;
reg    [ 9:0]   funct;
assign WB_o = WB;
assign MEM_o = MEM;
assign ALUSrc_o = EX[0];
assign ALUOp_o = EX[2:1];
assign RS1_o = RS1;
assign RS2_o = RS2;
assign IMM_o = IMM;
assign RS1addr_o = RS1_addr;
assign RS2addr_o = RS2_addr;
assign RDaddr_o = RD_addr;
assign funct_o = funct;
always@(posedge clk_i) begin
	WB <= WB_i;
	MEM <= MEM_i;
	EX <= EX_i;
	RS1 <= RS1_i;
	RS2 <= RS2_i;
	IMM <= IMM_i;
	RS1_addr <= RS1addr_i;
	RS2_addr <= RS2addr_i;
	RD_addr <= RDaddr_i;
	funct <= funct_i;
end
endmodule
```

## flow/run.sh

```bash
#!/bin/bash
# OpenROAD 26Q1-2900-gdf79404cd8, Yosys 0.63+post, stock flow scripts
make -C /OpenROAD-flow-scripts/flow DESIGN_CONFIG=/design/flow/config.mk WORK_HOME=/design/flow/orfs finish
```

==> impl_metrics.toml <==
# implementation run metrics
[cts]
htreeDepth = 4
post_cts_resized = 427
cts.sinks = 127
cts_tree = "done"
cts-root-buf = "clkbuf_16"
cts.path.max_buffers = 2
post_cts_buffers = 0
numCtsBuffers = 17
cts_hold_buf = 0
cts.clk_slew.worst_paths_ps = 60

[sta]
fin_ws_ps = -28.0
min_period_ps = 1030
post-route-period-util_pct = 103
setup_violations = 76
rsz0062_at_grt = "yes"
report.final.slew_viol_count = 0
final_hold_viol_count = 0
maxSlewHeadroom_pct = 88.3
max_freq_mhz = 973
tightest_slew_ps = 176

[finish]
nMultiInputCombCells = 0
fillers = 1457
fin_area_um2 = 5320
post-route-util_pct = 35.1
drive_gt1_share_pct = 45.1
area_growth_pct = 109
logic_area_um2 = 0

[logic_synthesis]
synth-seq-cells = 127
ys_warn_count = 1
common_cells = "dfxtp_1 (127)"
yosys.area.top_type_share_pct = 100
synth_area_leader_cell = "dfxtp_1"
edf_count = 0
synth-main-ff-cell = "dfxtp_1"
synth.most_common_cell = "dfxtp_1"
ys_seq_share_pct = 100
topCellsByArea = "dfxtp_1 (100%)"
avgSynthCellArea_um2 = 20.0
syn_inst = 127
async_flop_share_pct = 0
synth_stat.cells = 127
ys_types = 1
syn-cell-area_um2 = 2540
ys_chip_area_um2 = 2540

[routing]
vias_per_cell = 3.22
highest_layer = "met4"
drtIter0Drc = 42
met2_wirelength_um = 5030
dr_wl_met3_um = 1360
ant_nets = 0
m1WireLength_um = 3280
firstDrtPassIters = 4
dr_total_vias = 1931
drc = 0
routed_wl_um = 9770
wire_per_inst_um = 16.3
antenna-diode-count = 0

[setup_path]
cp-end-kind = "output port"
slowest_delay_ps = 320
criticalPathCategory = "reg -> out"
cp_top_family = "flip-flops"
worstPathRequired_ps = 800
critPathArrivalTime_ps = 830
crit_fanout = 1
path_buffers = 1
crit_path_cell_trace = "buf_2"
slowest_stage = "dfxtp_2"
start_kind = "register"

[floorplanning]
initCoreUtil_pct = 16.8
boundaryPins = 255
die_x_um = 144
dieHeight_um = 144
dieArea_um2 = 20700
row_count = 45
coreArea_um2 = 15100

[placed_design]
gp_congestion = 0.754
place_area_um2 = 5320
hpwl_um = 8180
post-place-ws_ps = -25.6
io_buffers = 254

[power_and_ir_drop]
ir_drop_mv = 1.61
p_leak_nw = 2.35
power_density_nw_per_um2 = 2270

[min_path]
holdPathEnd = "RD_addr[0]"
holdCritPathClass = "in -> reg"
hp-start = "RDaddr_i[0]"
hold_path_depth = 1

[run_status]
violations = "negative setup slack"
outcome = "complete, but fails checks"

[global_route]
grt_pass1_vias = 2164
grt_pass1_wl_um = 13900
grt_max_degree = 17
antenna_found_initial = 0
track_usage_pct = 9.13
overflow = 0

[job]
warnings = 27
max_cap_viol_count = 0
## stage by stage
step                      total power [mW]  TNS [ps]  hold WS [ps]  cells
after detailed placement              6.51     -78.9           652    569
final                                 12.1      -619           227    600
after global placement                6.51     -59.4           650    569
after global routing                  12.6     -6910           197    600
after floorplan                       5.44         0           228    127
after CTS                             12.3     -4320           202    600
## flip-flops by register name (all words and copies together), names as in the netlist
| register | cells |
|---|---|
| WB | 2 |
| IMM | 32 |
| RS2_addr | 5 |
| RS1_addr | 5 |
| RS2 | 32 |
| RD_addr | 5 |
| funct | 10 |
| EX | 3 |
| MEM | 1 |
| RS1 | 32 |
## power by group
part | total [mW] | internal (mW) | leakage, nW | switching [mW]
Sequential | 5.40 | 5.34 | 1.07 | 0.0572
Clock | 5.97 | 3.69 | 0.277 | 2.27
Combinational | 0.728 | 0.599 | 1.00 | 0.130
Total | 12.1 | 9.64 | 2.35 | 2.46
## cell type report
cell class / count / area (um^2) / area share (%)
Clock buffer: 17 / 425 / 7.99
Clock inverter: 14 / 158 / 2.96
Sequential cell: 127 / 2580 / 48.4
Tap cell: 188 / 235 / 4.42
Timing Repair Buffer: 254 / 1930 / 36.2
## cell families after synthesis
logic type	share of synthesized area (%)
flip-flops	100
## metal layers
layer | vias to the layer above | GRT usage [%]
met2 | 133 | 15.5
met4 | 0 | 1.13
li1 | 939 | -
met5 | - | 0
met1 | 852 | 9.30
met3 | 7 | 6.29
## worst max path at each step
| stage | from | end | cells past startpoint |
|---|---|---|---|
| 4_1_cts | RS1[11] | RS1_o[11] | 1 |
| 5_1_grt | RS1[11] | RS1_o[11] | 1 |
| 6_report | RS1[11] | RS1_o[11] | 1 |
## cells in the final DEF, fill, tap and decap left out, drive strengths merged
| master | synthesis | final |
|---|---|---|
| dfxtp | 127 | 127 |
| clkinvlp | 0 | 3 |
| inv | 0 | 5 |
| clkbuf | 0 | 17 |
| bufinv | 0 | 2 |
| clkinv | 0 | 4 |
| clkdlybuf4s50 | 0 | 127 |
| buf | 0 | 127 |
No activity file was given, so power comes from the tool's default toggle rates.
